[./design.v]
module safecrack_fsm (
    input  logic       clk,
    input  logic       rstn,
    input  logic [2:0] btn,    
    output logic        LEDG1,  
    output logic        LEDG2,  
    output logic        LEDG3,  
    output logic        LEDG4,  
    output logic        LEDG5,  
    output logic        LEDG6,  
    output logic        LEDG7,  
    output logic        LEDG8,  
    output logic        LEDV1   
);
    typedef enum logic [4:0] { 
        S0      = 5'b00001,   
        S1      = 5'b00010,   
        S2      = 5'b00100,   
        WAIT    = 5'b01000,   
        ERRO    = 5'b10000    
    } state_t;
    state_t state, next_state;
    logic [2:0] btn_prev, btn_edge, btn_pos;
    logic       any_btn_edge;
    localparam int BLINK_DELAY = 250_000_000;     
    logic [$clog2(BLINK_DELAY)-1:0] delay_cnt, next_delay_cnt;
    always_comb begin
        btn_pos      = ~btn;                 
        btn_edge     = btn_pos & ~btn_prev;  
        any_btn_edge = (|btn_edge);          
    end 
    always_ff @(posedge clk or negedge rstn) begin
        if (~rstn) begin
            btn_prev    <= 3'b000;
            delay_cnt   <= BLINK_DELAY;
            state       <= S0;
        end
        else begin
            btn_prev    <= btn_pos;
            delay_cnt   <= next_delay_cnt;
            state       <= next_state;
        end
    end
    always_comb begin
        next_state     = state;
        next_delay_cnt = delay_cnt;
        unique case (state)
            S0: begin
                if (btn_edge == 3'b001) next_state = S1;   
                else if (any_btn_edge) next_state = ERRO;  
                else next_state = S0;   
            end
            S1: begin
                if (btn_edge == 3'b010) next_state = S2;   
                else if (any_btn_edge) next_state = ERRO;  
                else next_state = S1;   
            end
            S2: begin
                if (btn_edge == 3'b100) next_state = WAIT;   
                else if (any_btn_edge) next_state = ERRO;  
                else next_state = S2;   
            end
            WAIT: begin
                if (delay_cnt > 0) begin
                    next_delay_cnt = delay_cnt - 1;
                end else begin
                    next_state     = S0;
                    next_delay_cnt = BLINK_DELAY;   
                end
            end
            ERRO: begin
                if (delay_cnt > 100_000_000) begin
                    next_delay_cnt = delay_cnt - 1;
                end else begin
                    next_state     = S0;
                    next_delay_cnt = BLINK_DELAY;   
                end
            end
            default: next_state = S0;   
        endcase
    end
    always_comb begin
        LEDG1 = 0;
        LEDG2 = 0;
        LEDG3 = 0;
        LEDG4 = 0;
        LEDG5 = 0;
        LEDG6 = 0;
        LEDG7 = 0;
        LEDG8 = 0;
        LEDV1 = 0;
        case (state)
            S0: begin
                LEDG1 = 1;  
            end
            S1: begin
                LEDG1 = 1;  
                LEDG2 = 1;  
            end
            S2: begin
                LEDG1 = 1;  
                LEDG2 = 1;  
                LEDG3 = 1;  
            end
            WAIT: begin
                LEDG1 = 1;  
                LEDG2 = 1;
                LEDG3 = 1;
                LEDG4 = 1;
                LEDG5 = 1;
                LEDG6 = 1;
                LEDG7 = 1;
                LEDG8 = 1;
            end
            ERRO: begin
                LEDV1 = 1;  
            end
            default: begin
                LEDG1 = 0;
                LEDG2 = 0;
                LEDG3 = 0;
                LEDG4 = 0;
                LEDG5 = 0;
                LEDG6 = 0;
                LEDG7 = 0;
                LEDG8 = 0;
                LEDV1 = 0;
            end
        endcase
    end
endmodule
[./run.sh]
#!/bin/bash
# OpenROAD 26Q1-2900-gdf79404cd8, Yosys 0.63+post, stock flow scripts
make -C /OpenROAD-flow-scripts/flow DESIGN_CONFIG=/design/flow/config.mk WORK_HOME=/design/flow/orfs finish
[./config.mk]
export PLATFORM = sky130hd
export DESIGN_NAME = safecrack_fsm
export DESIGN_NICKNAME = safecrack_fsm
export VERILOG_FILES = /design/flow/design.v
export SDC_FILE = /design/flow/constraint.sdc
export NUM_CORES = 4
export LEC_CHECK = 1
export CORE_UTILIZATION = 40
[./constraint.sdc]
current_design safecrack_fsm

set clk_period 5.3
set clk_io_pct 0.2

create_clock -name clk0 -period $clk_period [get_ports {clk}]

set non_clock_inputs [all_inputs -no_clocks]
set_input_delay [expr $clk_period * $clk_io_pct] -clock clk0 $non_clock_inputs
set_output_delay [expr $clk_period * $clk_io_pct] -clock clk0 [all_outputs]
==> metrics.txt <==
# HELP chip_impl_metric Metrics from one implementation run
# TYPE chip_impl_metric gauge
chip_impl_info{name="result_of_the_run",value="completed"} 1
chip_impl_metric{name="post_synthesis_instance_total",unit=""} 231
chip_impl_metric{name="synth-seq-cells",unit=""} 36
chip_impl_metric{name="synthAoiAreaFrac",unit="%"} 16.39
chip_impl_metric{name="max-slew-margin-rel",unit="%"} 40.13
chip_impl_metric{name="finalCritPeriodShare",unit="%"} 50.68
chip_impl_metric{name="fmaxAchievable",unit="MHz"} 372.3
chip_impl_metric{name="post_cts.resized_instances",unit=""} 0
chip_impl_metric{name="chip_area",unit="um2"} 5543
chip_impl_metric{name="dpl.hpwl",unit="um"} 2975
chip_impl_metric{name="drc",unit=""} 0
chip_impl_metric{name="timing.final.max_slew_violations",unit=""} 0
chip_impl_info{name="area_leader_netlist",value="sky130_fd_sc_hd__dfrtp_1"} 1
chip_impl_metric{name="crit_fanout",unit=""} 13
chip_impl_metric{name="ys_seq_share",unit="%"} 43.74
chip_impl_metric{name="cp.required",unit="ns"} 4.24
chip_impl_metric{name="power.ir.vdd_worst",unit="uV"} 178.7
chip_impl_metric{name="ctsHoldBuffers",unit=""} 0
chip_impl_metric{name="mux_share",unit="%"} 0
chip_impl_metric{name="regToRegSetupSlack",unit="ns"} 2.93
chip_impl_metric{name="ys_sh_xor",unit="%"} 6.257
chip_impl_metric{name="dr_total_vias",unit=""} 1722
chip_impl_info{name="timing_worst_setup_path_type",value="reg -> out"} 1
chip_impl_metric{name="detail_route.first_pass.iterations",unit=""} 4
chip_impl_metric{name="adder_share",unit="%"} 1.192
chip_impl_metric{name="ys_sh_simple",unit="%"} 26.34
chip_impl_metric{name="yosys_warnings",unit=""} 1
chip_impl_info{name="startpoint_type",value="flop"} 1
chip_impl_metric{name="p_per_area",unit="nW/um2"} 335.9
chip_impl_metric{name="synth_largest_type_area_fraction",unit="%"} 26.22
chip_impl_metric{name="clk_pin_slew",unit="ns"} 0.08
chip_impl_metric{name="clock-skew-final",unit="ns"} 0.008298
chip_impl_metric{name="synthesis.area_per_instance",unit="um2"} 9.089
chip_impl_metric{name="edf_count",unit=""} 0
chip_impl_info{name="crit_path_end_kind",value="output pin"} 1
chip_impl_metric{name="flop_area",unit="um2"} 918.4
chip_impl_metric{name="dpl-instance-area",unit="um2"} 2237
chip_impl_metric{name="cts-root-to-sink-buffers",unit=""} 2
chip_impl_metric{name="finalSetupTns",unit="ns"} 0
chip_impl_info{name="cts_root_buf",value="sky130_fd_sc_hd__clkbuf_8"} 1
chip_impl_metric{name="multi_input_comb_area",unit="um2"} 1054
chip_impl_info{name="yosys.cell_count.top_type",value="sky130_fd_sc_hd__nand2_1"} 1
chip_impl_metric{name="dieHeight",unit="um"} 74.45
chip_impl_info{name="synth.comb.largest_family",value="simple AND/OR/NAND/NOR gates"} 1
chip_impl_metric{name="share_of_flip_flops_with_an_asynchronous_set_or_reset_after_synthesis",unit="%"} 100.0
chip_impl_info{name="hp-class",value="reg -> reg"} 1
chip_impl_metric{name="chipWidth",unit="um"} 74.45
chip_impl_metric{name="power.share.clock",unit="%"} 24.1
chip_impl_metric{name="synthDistinctLibCells",unit=""} 47
chip_impl_info{name="ff_type",value="sky130_fd_sc_hd__dfrtp_1"} 1
chip_impl_metric{name="gp_routability_congestion",unit=""} 0.8507
chip_impl_metric{name="timing.final.setup_violations",unit=""} 0
chip_impl_metric{name="clkLatencyLatePin",unit="ns"} 0.29
chip_impl_metric{name="grt_max_degree",unit=""} 37
chip_impl_metric{name="site_row_count",unit=""} 26
chip_impl_metric{name="effective_utilization_at_floorplan",unit="%"} 41.37
chip_impl_metric{name="htree_num_levels",unit=""} 2
chip_impl_info{name="unrepaired_setup_endpoints_after_global_routing",value="no"} 1
chip_impl_metric{name="route.antenna.remaining_nets",unit=""} 0
chip_impl_metric{name="final_cell_area",unit="um2"} 2318
chip_impl_metric{name="stage_log_warnings",unit=""} 26
chip_impl_metric{name="cts_sinks",unit=""} 36
chip_impl_metric{name="totalWireLength",unit="um"} 4388
chip_impl_metric{name="ys_cells",unit=""} 231
chip_impl_metric{name="ios",unit=""} 14
chip_impl_info{name="tritoncts",value="done"} 1
chip_impl_metric{name="drt_first_iter_violations",unit=""} 107
chip_impl_metric{name="grt_first_pass_wirelength",unit="um"} 7286
chip_impl_metric{name="number_of_antenna_violations_at_the_first_check_in_global_routing",unit=""} 0
chip_impl_metric{name="tightestPinTransition",unit="ns"} 0.8948
chip_impl_metric{name="p_sw_share",unit="%"} 35.43
chip_impl_metric{name="layout.filler_cells",unit=""} 500
chip_impl_metric{name="syn-cell-area",unit="um2"} 2100
chip_impl_metric{name="synth-area-yosys",unit="um2"} 2100
chip_impl_metric{name="cap_violations",unit=""} 0
chip_impl_metric{name="area_growth_syn_to_layout",unit="%"} 10.43
chip_impl_metric{name="core_box_area",unit="um2"} 5075
chip_impl_metric{name="vias_per_cell",unit=""} 5.555
chip_impl_info{name="synth.top_cells.by_count",value="28 x sky130_fd_sc_hd__nand2_1, 22 x sky130_fd_sc_hd__dfrtp_1, 22 x sky130_fd_sc_hd__nor2_1"} 1
chip_impl_metric{name="grt_pass1_vias",unit=""} 1475
chip_impl_metric{name="post-route-min-period",unit="ns"} 2.686
chip_impl_metric{name="final_hold_violation_count",unit=""} 0
chip_impl_metric{name="cts_inserted_buffers",unit=""} 5
chip_impl_metric{name="power.internal",unit="uW"} 502.9
chip_impl_metric{name="post-cts-setup-buffers",unit=""} 0
chip_impl_metric{name="numPortBuffers",unit=""} 13
chip_impl_metric{name="grt.overflow.total",unit=""} 0
chip_impl_metric{name="power.sequential.fraction",unit="%"} 50.2
chip_impl_info{name="synth.top_cells.by_area",value="sky130_fd_sc_hd__dfrtp_1 26%, sky130_fd_sc_hd__dfstp_2 18%, sky130_fd_sc_hd__nand2_1 5.0%, sky130_fd_sc_hd__xor2_1 4.2%, sky130_fd_sc_hd__nor2_1 3.9%"} 1
chip_impl_metric{name="avgRoutedWirePerCell",unit="um"} 14.15
chip_impl_metric{name="cp.arrival",unit="ns"} 1.63
chip_impl_metric{name="antenna_cells",unit=""} 0
chip_impl_metric{name="power.net_switching",unit="uW"} 275.9
chip_impl_metric{name="static-leakage-power",unit="uW"} 0.0008981
chip_impl_metric{name="comb_power_share",unit="%"} 25.6
chip_impl_metric{name="grtUsageTotal",unit="%"} 17.33
chip_impl_metric{name="drive_above_1_share",unit="%"} 13.33
through the flow:
step                setup WS [ns]  util [%]  hold slack [ns]  power (uW)  instances
floorplan                   3.214         -           0.4757       546.8        231
global placement            2.937     44.08           0.5071       588.8        302
detailed placement          2.910     44.08           0.5066       594.2        302
CTS                         2.590     45.69           0.5212       789.8        310
global route                2.525     45.69           0.5369       838.0        310
finish                      2.614     45.69           0.5204       778.8        310
critical path, cell delays in order, from the launching register on:
cell,delay [ns]
sky130_fd_sc_hd__dfrtp_1,0.49
sky130_fd_sc_hd__or2_2,0.32
sky130_fd_sc_hd__nand2b_1,0.14
sky130_fd_sc_hd__clkdlybuf4s50_1,0.39
power groups by stage:
| stage | Clock [uW] | Combinational [uW] | Sequential (uW) |
|---|---|---|---|
| 4_1_cts | 199 | 200 | 390 |
| 5_1_grt | 207 | 230 | 400 |
| 6_report | 188 | 200 | 391 |
final cells by class:
class	count	share of cell area, %
inverter	8	1.295
multi-input combinational	172	45.44
sequential	36	39.61
timing repair buffer	16	6.368
tap	70	3.778
clock inverter	1	0.2159
clock buffer	7	3.292
cells in the final DEF (no fill, tap or decap), types with 3 or more instances in the layout:
cell	Yosys	routed
sky130_fd_sc_hd__nor3_2	3	3
sky130_fd_sc_hd__nand2b_1	3	3
sky130_fd_sc_hd__a21oi_1	13	13
sky130_fd_sc_hd__clkdlybuf4s50_1	0	12
sky130_fd_sc_hd__nand4_1	3	3
sky130_fd_sc_hd__xnor2_1	5	5
sky130_fd_sc_hd__o31ai_1	5	5
sky130_fd_sc_hd__inv_1	8	8
sky130_fd_sc_hd__clkbuf_8	0	5
sky130_fd_sc_hd__a31oi_1	9	9
sky130_fd_sc_hd__a22o_1	5	5
sky130_fd_sc_hd__nand2_1	28	28
sky130_fd_sc_hd__dfrtp_1	22	22
sky130_fd_sc_hd__xor2_1	10	10
sky130_fd_sc_hd__dfstp_2	14	14
sky130_fd_sc_hd__o21ai_0	7	7
sky130_fd_sc_hd__and3_1	3	3
sky130_fd_sc_hd__nor4_1	6	6
sky130_fd_sc_hd__nor3_1	7	7
sky130_fd_sc_hd__nand3_1	5	5
sky130_fd_sc_hd__buf_4	4	3
sky130_fd_sc_hd__or4_1	4	4
sky130_fd_sc_hd__nor2_1	22	22
sky130_fd_sc_hd__or3_1	6	6
metal layers:
metal / vias up / routed length, um / track usage, %
met5: - / 0 / 0
met4: 0 / 70 / 2.516
met3: 8 / 240 / 2.747
met2: 50 / 1853 / 23.92
met1: 809 / 2225 / 29.78
li1: 855 / - / -
cells by family (layout without fill, tap and decap cells):
group           count (synthesis)  in the layout
simple gates                  102            102
compound gates                 53             53
flops                          36             36
buf+inv                        23             32
xor+xnor                       15             15
fa+ha+maj                       2              2
flip-flops by register name, summed over array words and instances (netlist names):
| name | count |
|---|---|
| delay_cnt | 28 |
| state | 5 |
| btn_prev | 3 |
final timing paths:
kind,cells after the start,endpoint,start
max in group asynchronous,2,state[0],rstn
hold / removal,1,delay_cnt[0],delay_cnt[0]
hold reg to reg,1,delay_cnt[0],delay_cnt[0]
min in group asynchronous,2,delay_cnt[10],rstn
setup reg to reg,7,delay_cnt[3],delay_cnt[23]
setup / recovery,3,LEDG1,state[2]
Power figures rest on the tool's default switching activity, not on a simulated workload.
